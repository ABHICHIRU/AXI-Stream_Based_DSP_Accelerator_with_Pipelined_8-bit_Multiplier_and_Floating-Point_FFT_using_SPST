`flow/config.mk`:
```
export PLATFORM = sky130hd
export DESIGN_NAME = array8_spst_pipe3
export DESIGN_NICKNAME = array8_spst_pipe3
export VERILOG_FILES = /design/flow/design.v
export SDC_FILE = /design/flow/constraint.sdc
export NUM_CORES = 4
export LEC_CHECK = 1
export CORE_UTILIZATION = 40
```
`flow/constraint.sdc`:
```
current_design array8_spst_pipe3

set clk_period 3.7
set clk_io_pct 0.2

create_clock -name clk0 -period $clk_period [get_ports {clk}]

set non_clock_inputs [all_inputs -no_clocks]
set_input_delay [expr $clk_period * $clk_io_pct] -clock clk0 $non_clock_inputs
set_output_delay [expr $clk_period * $clk_io_pct] -clock clk0 [all_outputs]
```
`flow/design.v`:
```
`timescale 1ns/1ns
module array8_spst_pipe3 (
    input  wire         clk,
    input  wire         rst_n,      
    input  wire         en,         
    input  wire [7:0]   a_i,
    input  wire [7:0]   b_i,
    output reg  [15:0]  p_o,
    output reg          valid_o
);
    wire [15:0] v0 = {8'b0, (a_i & {8{b_i[0]}})} << 0;
    wire [15:0] v1 = {8'b0, (a_i & {8{b_i[1]}})} << 1;
    wire [15:0] v2 = {8'b0, (a_i & {8{b_i[2]}})} << 2;
    wire [15:0] v3 = {8'b0, (a_i & {8{b_i[3]}})} << 3;
    wire [15:0] v4 = {8'b0, (a_i & {8{b_i[4]}})} << 4;
    wire [15:0] v5 = {8'b0, (a_i & {8{b_i[5]}})} << 5;
    wire [15:0] v6 = {8'b0, (a_i & {8{b_i[6]}})} << 6;
    wire [15:0] v7 = {8'b0, (a_i & {8{b_i[7]}})} << 7;
    reg [15:0] v0_r, v1_r, v2_r, v3_r, v4_r, v5_r, v6_r, v7_r;
    reg        vld1_r;
    always @(posedge clk) begin
        if (!rst_n) begin
            v0_r <= 16'd0; v1_r <= 16'd0; v2_r <= 16'd0; v3_r <= 16'd0;
            v4_r <= 16'd0; v5_r <= 16'd0; v6_r <= 16'd0; v7_r <= 16'd0;
            vld1_r <= 1'b0;
        end else begin
            if (en) begin
                v0_r <= v0; v1_r <= v1; v2_r <= v2; v3_r <= v3;
                v4_r <= v4; v5_r <= v5; v6_r <= v6; v7_r <= v7;
            end
            vld1_r <= en;
        end
    end
    wire [15:0] t0 = v0_r + v1_r;
    wire [15:0] t1 = v2_r + v3_r;
    wire [15:0] t2 = v4_r + v5_r;
    wire [15:0] t3 = v6_r + v7_r;
    reg [15:0] t0_r, t1_r, t2_r, t3_r;
    reg        vld2_r;
    always @(posedge clk) begin
        if (!rst_n) begin
            t0_r <= 16'd0; t1_r <= 16'd0;
            t2_r <= 16'd0; t3_r <= 16'd0;
            vld2_r <= 1'b0;
        end else begin
            t0_r <= t0; t1_r <= t1;
            t2_r <= t2; t3_r <= t3;
            vld2_r <= vld1_r;
        end
    end
    wire [15:0] g0 = t0_r + t1_r;
    wire [15:0] g1 = t2_r + t3_r;
    wire [15:0] product = g0 + g1;
    always @(posedge clk) begin
        if (!rst_n) begin
            p_o     <= 16'd0;
            valid_o <= 1'b0;
        end else begin
            p_o     <= product;
            valid_o <= vld2_r;
        end
    end
endmodule 
```
`flow/run.sh`:
```
#!/bin/bash
# OpenROAD 26Q1-2900-gdf79404cd8, Yosys 0.63+post, stock flow scripts
make -C /OpenROAD-flow-scripts/flow DESIGN_CONFIG=/design/flow/config.mk WORK_HOME=/design/flow/orfs finish
```
==> run summary <==
Latest figures from synthesis and place and route.

The flow ran to the end, and the final reports show no timing, DRC or antenna violations. Logic depth along the worst register-to-register path is recorded as 9. The synthesized instance count is 698. Per the OpenROAD floorplan log, the width of the die is 127 µm. The via-per-instance ratio is 5.00. RePlAce ended its routability-driven mode at a weighted congestion of 0.858. The half-perimeter wire length after placement is 8740 µm. The largest vdd supply drop is 0.338 mV. The chip area estimate from yosys synthesis is 6220 µm².

The final critical-path required period is 2.79 ns. The number of synthesis warnings is 1. The count of flip-flops with a built-in enable after synthesis is 0. The mean instance size in the synthesized netlist is 8.91 µm².

Once the clock tree was built, the setup fixing pass inserted 0 buffers. At the worst endpoint, the arrival time is 3.07 ns. No sink is reached through more buffers than the 2 on the longest clock path.

The post-route standard cell area excluding fillers is 7260 µm². The number of pins exceeding their max-slew limit in the final report is 0. Of the available clock period, the critical path in the final layout requires 75.4%. After detailed routing, the average wire length per cell comes to 13.8 µm. The post-synthesis to final-layout area growth is 16.7%. The number of gates resized after CTS was 0. Once iteration 0 of detailed routing completed, the report listed 238 DRC markers. The number of antenna violations at the first check in global routing is 0. The number of hold buffers added after CTS is 0. The chip area is 16100 µm². For the final routed database, the setup TNS stands at 0 ns. For the pin with the worst max-slew slack, the measured transition is 0.574 ns. The worst hold path terminates at valid_o. Cells with a size suffix above 1 make up 6.56% of the layout.

Endpoints with negative setup slack in the final report add up to 0. The via count of the first global-routing pass is 4428. The CTS report gives the tree buffer count as 17. Hold analysis shows the worst path with a depth of 1.

The pre-CTS worst setup slack is 0.918 ns. The unique cell type count in the Yosys netlist is 48. The final setup slack of the worst path is 0.910 ns. During placement, the flow inserted port buffers numbering 35. The I/O pin total is 36. The startpoint kind of the worst setup timing path is a flip-flop. The share of synthesized registers carrying an async set or reset is 0%.

The critical path maximum fanout is 3. The largest net degree at the start of global routing is 45. The reported max-cap violation count is 0. The initial core utilization is 40.9%. Timing would allow up to 358 MHz. The worst relative slew slack is 61.7%. The class of the most critical hold timing path is flip-flop to flip-flop.

The reg-to-reg startpoint is t0_r[4]. The die height is 127 µm. After floorplanning, the core was divided into 45 placement rows. The detail route stage leaves a number of antenna-violating nets equal to 0. The wire length of the first global-routing pass is 21600 µm.

CTS built an H-tree with a depth of 4. Setup repair after global routing left no endpoint under its margin. The final non-filler cell total is 920. The post-synth design cell area is 6220 µm².

After detailed placement, the design holds a cell count of 888. The logs give a warning total of 25. The clock root buffer master is clkbuf_16. On the reported timing paths, the clock transition at the registers reads 0.05 ns. The worst clock skew is 0.00730 ns. Per the OpenROAD power report, leakage power amounts to 3.06 nW. The worst flop-to-flop path endpoint is p_o[12]. Per the final timing report, the hold violations number 0. The routed layout reports a DRC error count of 0. The placeable core area is 15200 µm².

The routed layout has 4598 vias. The post-place instance area is 6680 µm². The routed design ends up with an antenna cell count of 0. The type of the setup path with the least slack is flip-flop to flip-flop. For this run, global-route usage on met2 was measured as 26.7%. The CTS tree is yes. The register area share after synthesis is 39.6%.

The number of register bits inferred by synthesis is 123. For this run the aggregate overflow at the end of global routing stands at 0. Looking at hold timing, the worst path starts from vld2_r. The required time of the critical path is 3.98 ns.

In this run the register-to-register setup slack is 0.91 ns. The first detailed-routing pass ran for 4 iterations. Routing resource usage on met3 recorded by global route was 3.01%. Per the synth stats, the flop cell with the highest instance count is dfxtp_1. The number of cells in Yosys stat is 698. CTS saw 123 sinks. The clock reaches the later pin of the worst-skew pair after 0.41 ns.

The endpoint class of the critical path is a flip-flop. On met1, the global router reports a usage of 27.4%. Per the GRT log, the top usage layer is met1. The final wirelength is 12700 µm. Total power normalized to cell area comes to 464 nW/µm².

The global routing usage summed across all routing layers is 17.4%.
## metrics by stage
step | utilization [%] | hold WS [ns] | power [mW]
floorplan | - | 0.412 | 1.67
global placement | 44.0 | 0.414 | 1.77
detailed placement | 44.0 | 0.417 | 1.77
CTS | 47.8 | 0.430 | 3.40
global route | 47.8 | 0.458 | 3.52
finish | 47.8 | 0.429 | 3.37
## layout make-up
cell class / count / area, µm²
multi-input cells: 483 / 3400
clock inverters: 8 / 118
flip-flops and latches: 123 / 2460
well taps: 188 / 235
fillers: 1379 / 7940
clock buffers: 24 / 462
repair buffers: 40 / 383
inverters: 54 / 203
## worst max-delay path, cell delays in order (launching register included)
cell and delay, ns:
dfxtp_1 0.31, fa_1 0.47, ha_1 0.31, ha_1 0.25, fa_1 0.45, a211oi_2 0.30, o21bai_2 0.13, a41oi_2 0.21
xor2_1 0.18, nor2_1 0.05
## worst max path at each step
stage / start / to / slack, ns / depth (start not counted)
finish: t0_r[4] / p_o[12] / 0.91 / 9
global route: t0_r[5] / p_o[12] / 0.78 / 10
CTS: t0_r[4] / p_o[12] / 0.90 / 9
## where the power goes
group	internal [mW]	switching (mW)	total [mW]
combinational	0.150	0.189	0.339
clock	1.07	0.552	1.62
sequential	1.39	0.0226	1.41
## Yosys cell counts (2+ instances only)
cell	n	area [µm²]
dfxtp_1	123	2460
nor2_1	88	330
a21oi_1	64	320
nor2b_1	57	357
inv_1	53	199
ha_1	51	638
and2_1	25	156
o21ai_0	22	110
clkbuf_1	18	67.6
fa_1	17	340
nand3_1	16	80.1
nand2b_1	14	87.6
xor2_1	13	114
buf_2	12	60.1
nand2_1	11	41.3
nor3_1	11	55.1
o21ai_1	10	50.1
a2bb2oi_1	8	70.1
nor4_1	8	50.1
a21o_1	7	52.6
buf_1	7	26.3
mux2i_1	7	70.1
a211oi_1	6	45.0
a211oi_2	6	75.1
nand4_1	4	25.0
nor3b_1	4	30.0
or4_1	4	30.0
a21oi_2	3	26.3
nand3b_1	3	22.5
nor4b_1	3	26.3
a211o_1	2	17.5
and3_1	2	12.5
nand4b_1	2	17.5
o21bai_1	2	15.0
or4b_1	2	20.0
## placed cells by master (no fill, tap or decap), drive strengths merged, types with 12 or more instances in the layout
| master | count |
|---|---|
| xor2 | 13 |
| a21oi | 68 |
| fa | 17 |
| nand3 | 16 |
| nand2b | 14 |
| dfxtp | 123 |
| ha | 51 |
| clkdlybuf4s50 | 34 |
| a211oi | 12 |
| and2 | 25 |
| nor2b | 57 |
| clkbuf | 24 |
| o21ai | 33 |
| nor2 | 88 |
| inv | 54 |
## registers in the layout (all words and copies together), names as in the netlist, 10 cells and up
signal  flops
p_o        16
t0_r       10
t1_r       10
t2_r       10
t3_r       10
## logic make-up (layout without fill, tap and decap cells)
| family | Yosys count | in the layout | share of synthesized area, % |
|---|---|---|---|
| multiplexers | 7 | 7 | 1.13 |
| AND/OR/NAND/NOR | 254 | 254 | 21.6 |
| adder cells (fa/ha/maj) | 68 | 68 | 15.7 |
| buffers and inverters | 92 | 126 | 5.81 |
| flip-flops | 123 | 123 | 39.6 |
| XOR/XNOR | 14 | 14 | 1.97 |
| AND-OR/OR-AND | 140 | 140 | 14.2 |
## metal layers
layer / up-vias / share of wire [%]
li1: 2399 / -
met3: 16 / 3.8
met1: 2101 / 52
met2: 82 / 43
met5: - / 0
met4: 0 / 1.8
Power is estimated from default activity; no workload was simulated.
