--- design/flow/design.v ---
`timescale 1ns/1ps
module wallace8_spst_pipe3 (
    input  wire         clk,
    input  wire         rst_n,    
    input  wire         en,       
    input  wire [7:0]   a_i,
    input  wire [7:0]   b_i,
    output reg  [15:0]  p_o,
    output reg          valid_o
);
    wire [15:0] v0 = {{8{1'b0}}, (a_i & {8{b_i[0]}})} << 0;
    wire [15:0] v1 = {{8{1'b0}}, (a_i & {8{b_i[1]}})} << 1;
    wire [15:0] v2 = {{8{1'b0}}, (a_i & {8{b_i[2]}})} << 2;
    wire [15:0] v3 = {{8{1'b0}}, (a_i & {8{b_i[3]}})} << 3;
    wire [15:0] v4 = {{8{1'b0}}, (a_i & {8{b_i[4]}})} << 4;
    wire [15:0] v5 = {{8{1'b0}}, (a_i & {8{b_i[5]}})} << 5;
    wire [15:0] v6 = {{8{1'b0}}, (a_i & {8{b_i[6]}})} << 6;
    wire [15:0] v7 = {{8{1'b0}}, (a_i & {8{b_i[7]}})} << 7;
    reg [15:0] v0_r, v1_r, v2_r, v3_r, v4_r, v5_r, v6_r, v7_r;
    reg        vld1_r;
    always @(posedge clk) begin
        if (!rst_n) begin
            v0_r <= 16'd0; v1_r <= 16'd0; v2_r <= 16'd0; v3_r <= 16'd0;
            v4_r <= 16'd0; v5_r <= 16'd0; v6_r <= 16'd0; v7_r <= 16'd0;
            vld1_r <= 1'b0;
        end else begin
            if (en) begin
                v0_r <= v0; v1_r <= v1; v2_r <= v2; v3_r <= v3;
                v4_r <= v4; v5_r <= v5; v6_r <= v6; v7_r <= v7;
            end
            vld1_r <= en;  
        end
    end
    wire [15:0] s01, c01, s23, c23, s45, c45;
    csa16 u_csa01 (.a(v0_r), .b(v1_r), .c(v2_r), .sum(s01), .carry(c01));
    csa16 u_csa23 (.a(v3_r), .b(v4_r), .c(v5_r), .sum(s23), .carry(c23));
    csa16 u_csa45 (.a(v6_r), .b(v7_r), .c(16'h0000), .sum(s45), .carry(c45));
    wire [15:0] sA, cA, sB, cB;
    csa16 u_csaA (.a(s01),            .b(s23),            .c(s45),        .sum(sA), .carry(cA));
    csa16 u_csaB (.a({c01,1'b0}),     .b({c23,1'b0}),     .c({c45,1'b0}), .sum(sB), .carry(cB));
    reg  [15:0] sA_r, cA_r, sB_r, cB_r;
    reg         vld2_r;
    always @(posedge clk) begin
        if (!rst_n) begin
            sA_r <= 16'd0; cA_r <= 16'd0; sB_r <= 16'd0; cB_r <= 16'd0;
            vld2_r <= 1'b0;
        end else begin
            sA_r <= sA; cA_r <= cA; sB_r <= sB; cB_r <= cB;
            vld2_r <= vld1_r;
        end
    end
    wire [15:0] sC, cC;
    csa16 u_csaC (.a(sA_r), .b(sB_r), .c({cA_r,1'b0}), .sum(sC), .carry(cC));
    wire [15:0] final_sum  = sC;
    wire [15:0] final_carr = {cC, 1'b0};
    wire [15:0] product_w  = final_sum + final_carr;  
    always @(posedge clk) begin
        if (!rst_n) begin
            p_o     <= 16'd0;
            valid_o <= 1'b0;
        end else begin
            p_o     <= product_w;
            valid_o <= vld2_r;  
        end
    end
endmodule
module csa16 (
    input  wire [15:0] a,
    input  wire [15:0] b,
    input  wire [15:0] c,
    output wire [15:0] sum,
    output wire [15:0] carry
);
    assign sum   = a ^ b ^ c;
    assign carry = (a & b) | (b & c) | (a & c);
endmodule
--- design/flow/run.sh ---
#!/bin/bash
# OpenROAD 26Q1-2900-gdf79404cd8, Yosys 0.63+post, stock flow scripts
make -C /OpenROAD-flow-scripts/flow DESIGN_CONFIG=/design/flow/config.mk WORK_HOME=/design/flow/orfs finish
--- design/flow/config.mk ---
export PLATFORM = sky130hd
export DESIGN_NAME = wallace8_spst_pipe3
export DESIGN_NICKNAME = wallace8_spst_pipe3
export VERILOG_FILES = /design/flow/design.v
export SDC_FILE = /design/flow/constraint.sdc
export NUM_CORES = 4
export LEC_CHECK = 1
export CORE_UTILIZATION = 30
--- design/flow/constraint.sdc ---
current_design wallace8_spst_pipe3

set clk_period 6.2
set clk_io_pct 0.2

create_clock -name clk0 -period $clk_period [get_ports {clk}]

set non_clock_inputs [all_inputs -no_clocks]
set_input_delay [expr $clk_period * $clk_io_pct] -clock clk0 $non_clock_inputs
set_output_delay [expr $clk_period * $clk_io_pct] -clock clk0 [all_outputs]
==> run notes <==
Implementation status.

- The clock passes through at most 2 buffers.
- The number of buffers inserted by port buffering is 35.
- Clock latency on the worst-skew pair, taken at its later pin, is 0.41 ns.
- The power report puts the leakage power at 2.738 nW.
- The vertical die dimension is 135.7 um.
- The per-cell routed wire length is 12.98 um.
- The largest net degree at the start of global routing is 81.
- The warning count from the yosys run is 5.
- The sum of overflow across all layers after global routing is 0.
- The number of cells in the yosys synthesis report is 553.
- The floorplan report gives the top-level pin count as 36.
- At the pin with the least slew margin, the transition time is 0.7753 ns.
- Synthesis inferred 121 register bits.
- The number of setup buffers added after CTS is 0.
- The pre-CTS setup slack is 3.169 ns.
- Per Yosys stat, the portion of area used by sequential elements is 0.4515.
- The number of levels the H-tree was split into is 4.
- The required arrival time at the worst endpoint is 6.46 ns.
- The number of buffers created by CTS is 17.
- The setup slack of the critical path after layout is 3.580 ns.
- After the first detailed-routing iteration, the DRC count stood at 124.
- The worst setup path category is in2reg.
- Post-CTS repair changed the size of 0 cells.
- The data arrival time at the worst-slack endpoint is 2.88 ns.
- The portion of synthesized cell area occupied by the leading cell type is 0.4515.
- The relative slew slack is 0.4831.
- The post-synthesis cell type count is 38.
- The number of routed nets with antenna violations is 0.
- The detailed-route DRC error count is 0.
- The total via count after detailed routing is 3,700.
- The most critical hold endpoint after final layout shows a slack of 0.4283 ns.
- The worst setup path is launched from an input pin.
- The library cell occupying the most area in the post-synthesis netlist is sky130_fd_sc_hd__dfxtp_1.
- The average size of a mapped cell is 9.702 um^2.
- The flow ran to the end, and the final reports show no timing, DRC or antenna violations.
- The fraction of final layout cells with drive strength greater than 1 is 0.06655.
- The layout-stage area growth over the synthesis result is 21.04%.
- The number of hold violations in the final report is 0.
- Setup repair after global routing left no endpoint under its margin.
- The cell sitting at the root of the clock tree is a sky130_fd_sc_hd__clkbuf_16.
- The number of global-route vias before repair is 3,547.
- The fraction of the cycle the final worst path needs is 0.4226.
- The synthesis report lists the most area-consuming cells as sky130_fd_sc_hd__dfxtp_1 45%, sky130_fd_sc_hd__fa_1 10%, sky130_fd_sc_hd__ha_1 7.5%.
- The die outline area is 0.01842 mm^2.
- The critical path endpoint category is a flip-flop.
- The global-route wire length before repair is 17,320 um.
- The tally of OpenROAD warnings is 25.
- Looking at the critical path, the highest net fanout was 73.
- Clock tree synthesis found a total of 121 sinks.
- Overall routing resource usage recorded by global route was 0.1230.
- The peak ir drop on the vdd network is 0.1780 mV.
- For this design, the CTS-stage hold fixing added 0 buffers.
- The power density over the cells is 311.1 mW/mm^2.
- The clock arrives with 0.008368 ns of skew.
- The placeable core region is 0.01736 mm^2.
- The post-detailed-placement half-perimeter wirelength is 6889 um.
- The yosys-reported design area after synthesis is 0.005365 mm^2.
- After detailed routing, the number of vias per cell comes to 4.562.
- The count of max-cap constraint violations is 0.
- Synthesis produced a netlist whose cell count is 553.
- After synthesis the cells add up to 0.005365 mm^2.
- The wire length reported by the detailed router is 10,530 um.
- In this build the clock could be raised as far as 0.3816 GHz.
- In this run the core area contains 48 standard-cell rows.
- The number of inserted diodes is 0.
- According to the floorplan report, the die width is 135.7 um.
- The max-slew violation count is 0.
- The final weighted congestion in routability-driven placement is 0.9311.
- The starting density of the core is 0.3091.
- The initial antenna violation count was 0.
- The class of the most critical hold timing path is reg2reg.
- For the finished layout, the period the worst path requires is 2.620 ns.
- TritonCTS built the clock tree.
- Adding up every negative setup slack in the final design gives 0 ns.
- The clock transition at the register clock pins on the worst setup and hold paths after CTS is 0.05 ns.
- The number of endpoints failing setup at the final stage is 0.
- The iteration count recorded for the first detailed-route pass is 4.
## final cells by class
type                       instances  area [um^2]
clock inverter                     9        145.1
tap                              225        281.5
inverter                          25        93.84
timing repair buffer              38        367.9
sequential                       121         2422
multi-input combinational        371         2709
fill                            1634        10860
clock buffer                      22        474.2
## power by group
group | internal, mW | switching, mW
clock network | 0.698 | 0.318
registers | 0.815 | 0.0159
logic | 0.0801 | 0.0933
total | 1.59 | 0.428
## layer usage
layer  up-vias  GRT usage  routed length [um]
met3        20    0.03169                 611
li1       1847          -                   -
met5         -          0                   0
met1      1745     0.1791                5001
met2        88     0.1865                4668
met4         0    0.03121                 246
## cell usage after synthesis, drive strengths merged
cell and number:
and2 46, a21o 2, nor2 74, nor2b 46, and3 1, o21a 4, a221oi 1, o31ai 2
o211ai 2, buf 1, nand2b 10, o22ai 1, fa 27, nand3 9, inv 25, nor3b 1
a21oi 57, xor2 5, xnor2 6, nand2 6, o21ai 7, a211o 1, nor3 7, dfxtp 121
clkbuf 35, mux2i 2, ha 32, o21bai 1, a21boi 1, a31oi 1, a211oi 5, a2bb2oi 13
and4 1
## cells in the final DEF (no fill, tap or decap), types with 2 or more instances in the layout
master / Yosys / layout
sky130_fd_sc_hd__nor2b_1: 46 / 46
sky130_fd_sc_hd__dfxtp_1: 121 / 121
sky130_fd_sc_hd__clkbuf_8: 0 / 3
sky130_fd_sc_hd__fa_1: 27 / 27
sky130_fd_sc_hd__nand3_1: 9 / 9
sky130_fd_sc_hd__o211ai_1: 2 / 2
sky130_fd_sc_hd__clkbuf_16: 0 / 17
sky130_fd_sc_hd__nor3_1: 7 / 7
sky130_fd_sc_hd__nor2_1: 74 / 74
sky130_fd_sc_hd__nand2_1: 6 / 6
sky130_fd_sc_hd__inv_1: 24 / 24
sky130_fd_sc_hd__ha_1: 32 / 32
sky130_fd_sc_hd__mux2i_1: 2 / 2
sky130_fd_sc_hd__clkinv_2: 0 / 5
sky130_fd_sc_hd__a211oi_1: 4 / 4
sky130_fd_sc_hd__a21oi_1: 57 / 57
sky130_fd_sc_hd__clkbuf_1: 34 / 2
sky130_fd_sc_hd__and2_1: 46 / 46
sky130_fd_sc_hd__a2bb2oi_1: 13 / 13
sky130_fd_sc_hd__a21o_1: 2 / 2
sky130_fd_sc_hd__o21a_1: 4 / 4
sky130_fd_sc_hd__buf_4: 1 / 3
sky130_fd_sc_hd__bufinv_16: 0 / 4
sky130_fd_sc_hd__xor2_1: 5 / 5
sky130_fd_sc_hd__clkdlybuf4s50_1: 0 / 34
sky130_fd_sc_hd__o21ai_0: 6 / 6
sky130_fd_sc_hd__nand2b_1: 10 / 10
sky130_fd_sc_hd__xnor2_1: 6 / 6
## metrics by stage
| stage | cells | area (um^2) | utilization | power [mW] |
|---|---|---|---|---|
| finish | 811 | 6494 | 0.3741 | 2.020 |
| global route | 811 | 6494 | 0.3741 | 2.099 |
| CTS | 811 | 6494 | 0.3741 | 2.039 |
| detailed placement | 780 | 5874 | 0.3385 | 1.019 |
| global placement | 780 | 5874 | 0.3385 | 1.018 |
| floorplan | 553 | 5365 | - | 0.9578 |
## cells by family after synthesis
kind of cell	after synthesis	synth area share
buf+inv	61	0.04361
mux	2	0.003731
xor+xnor	11	0.01796
fa+ha+maj	59	0.1754
compound gates	98	0.1133
flops	121	0.4515
simple gates	201	0.1945
## flip-flops by register name, indices dropped and copies added, names as in the netlist
register and count:
u_csa23.a 8, sA_r 15, u_csa23.c 8, p_o 16, valid_o 1, vld1_r 1
v0_r 8, u_csa45.b 8, cA_r 10, u_csa23.b 8, u_csa01.b 8, sB_r 13
u_csa45.a 8, u_csa01.c 8, vld2_r 1
## worst max-delay path, stage by stage
cell	delay, ns
sky130_fd_sc_hd__clkdlybuf4s50_1	0.40
sky130_fd_sc_hd__buf_4	0.25
sky130_fd_sc_hd__inv_2	0.19
sky130_fd_sc_hd__buf_4	0.64
sky130_fd_sc_hd__nor2_1	0.13
## final timing paths
check / from / to / slack (ns) / cells past startpoint
worst max-delay path: rst_n / sB_r[11] / 3.58 / 5
worst min register to register: sA_r[1] / p_o[1] / 0.43 / 1
worst max register to register: sA_r[9] / p_o[14] / 3.82 / 7
worst min-delay path: sA_r[1] / p_o[1] / 0.43 / 1
Power is estimated from default activity; no workload was simulated.
