**flow/design.v**
```verilog
module booth_multiplier_8bit (
    input clk,
    input rst,
    input [7:0] A, B,
    output reg [15:0] P
);
    reg [7:0] A_reg1, B_reg1;
    reg [15:0] pp_reg2;
    reg [15:0] result_stage3;
    wire spst_en = (A == 8'b0) || (B == 8'b0);
    always @(posedge clk or posedge rst) begin
        if (rst) begin
            A_reg1 <= 0;
            B_reg1 <= 0;
        end else begin
            A_reg1 <= A;
            B_reg1 <= B;
        end
    end
    integer i;
    reg [15:0] pp;  
    always @(*) begin
        pp = 0;
        if (!spst_en) begin
            reg [8:0] B_ext;
            B_ext = {B_reg1, 1'b0};  
            for (i = 0; i < 8; i = i + 1) begin
                case ({B_ext[i+1], B_ext[i]})
                    2'b01: pp = pp + (A_reg1 << i);
                    2'b10: pp = pp - (A_reg1 << i);
                    default: pp = pp;
                endcase
            end
        end
    end
    always @(posedge clk or posedge rst) begin
        if (rst)
            pp_reg2 <= 0;
        else
            pp_reg2 <= pp;
    end
    always @(posedge clk or posedge rst) begin
        if (rst)
            result_stage3 <= 0;
        else
            result_stage3 <= pp_reg2;  
    end
    always @(posedge clk or posedge rst) begin
        if (rst)
            P <= 0;
        else
            P <= result_stage3;
    end
endmodule   
```
**flow/run.sh**
```bash
#!/bin/bash
# OpenROAD 26Q1-2900-gdf79404cd8, Yosys 0.63+post, stock flow scripts
make -C /OpenROAD-flow-scripts/flow DESIGN_CONFIG=/design/flow/config.mk WORK_HOME=/design/flow/orfs finish
```
**flow/config.mk**
```make
export PLATFORM = sky130hd
export DESIGN_NAME = booth_multiplier_8bit
export DESIGN_NICKNAME = booth_multiplier_8bit
export VERILOG_FILES = /design/flow/design.v
export SDC_FILE = /design/flow/constraint.sdc
export NUM_CORES = 4
export LEC_CHECK = 1
export CORE_UTILIZATION = 30
```
**flow/constraint.sdc**
```tcl
current_design booth_multiplier_8bit

set clk_period 11.6
set clk_io_pct 0.2

create_clock -name clk0 -period $clk_period [get_ports {clk}]

set non_clock_inputs [all_inputs -no_clocks]
set_input_delay [expr $clk_period * $clk_io_pct] -clock clk0 $non_clock_inputs
set_output_delay [expr $clk_period * $clk_io_pct] -clock clk0 [all_outputs]
```
==> ci_impl_report.md <==
### Flow metrics

| Metric | Value |
|---|---|
| Number of placement rows | `56` |
| Dominant logic cell types in the final layout | `98 x nor2_1, 89 x xnor2_1, 79 x ha_1` |
| Largest cells by area after synthesis | `dfrtp_1 22%, ha_1 14%, xnor2_1 11%` |
| Final worst path period share | `93.0%` |
| Endpoint of the worst hold-timing path | `P[7]` |
| Unrepaired setup endpoints after global routing | `no` |
| Core Area | `23700 um^2` |
| Cell count of the worst reg-to-reg path | `52` |
| Detailed Route Iter0 Violations | `360` |
| CTS hold repair buffers | `0` |
| H-Tree Depth | `3` |
| Detailed-route wire length per cell | `13.1 um` |
| Max-cap violation count | `0` |
| Root cell of the clock tree | `clkbuf_16` |
| Worst hold slack | `0.344 ns` |
| Run status | `finished, final reports clean` |
| Count of final max-slew check failures | `0` |
| Global-route usage over all layers | `13.8%` |
| Fin Setup TNS | `0 ns` |
| Critical path start-end classification | `flip-flop to flip-flop` |
| Type of destination of the critical path | `flip-flop` |
| Required @ worst endpoint | `11.86 ns` |
| Fraction of final layout cells sized beyond drive strength 1 | `13.2%` |
| Instance count of the mapped netlist | `881` |
| Syn Area/Cell | `8.29 um^2` |
| Asr flop ratio synth | `100%` |
| Post-DP HPWL | `13.3 mm` |
| Top cell area share | `21.9%` |
| Maximum number of pins on one net before global-route repair | `59` |
| Number of synthesized flops with an enable pin | `0` |
| Peak fanout along the critical path | `14` |
| Worst-path cell with the longest stage delay | `dfrtp_2` |
| Routability Congestion | `0.883` |
| Origin of the worst setup path | `B_reg1[0]` |
| Terminus of the critical flop-to-flop path | `pp_reg2[15]` |
| Worst stage delay on the critical path | `0.45 ns` |
| I/O Buffers | `33` |
| Wire length of the first global-routing pass | `27.6 mm` |
| Number of failing hold endpoints at the final stage | `0` |
| Chip Area, Yosys | `7300 um^2` |
| Number of distinct library cells after synthesis | `75` |
| Most common cell type on the critical path | `xnor2_1` |
| Slew @ Worst Pin | `0.925 ns` |
| Final Core Density | `36.0%` |
| Tool warnings | `25` |
| Vertical die size | `158 um` |
| Top achievable clock speed | `92.7 MHz` |
| Count of synthesis-stage warnings from yosys | `1` |
| Clock tree sinks | `64` |
| Number of CTS-inserted buffers | `9` |
| Number of cells on the worst hold path | `0` |
| Power density relative to cell area | `271 nW/um^2` |
| Via count of the routed design | `5997` |
| Area Growth Syn to Fin | `16.9%` |
| WP data arrival | `11.05 ns` |
| Min-Delay Startpoint | `result_stage3[7]` |
| Comb gate area | `5360 um^2` |
| Vias per inst | `4.83` |
| Flop and latch count out of synthesis | `64` |
| Type of the most critical hold path | `flip-flop to flip-flop` |
| Layout Skew | `0.00687 ns` |
| Vias in the first global route | `5641` |
| I/O pin count | `34` |
| Final min period | `10.78 ns` |
| Detailed-route DRC error count | `0` |
| Max IR drop VDD | `0.138 mV` |
| Critical path buffer and inverter count | `3` |
| Worst relative slew slack | `37.8%` |
| Number of cells in Yosys stat | `881` |
| Maximum number of buffers from clock root to sink | `2` |
| FP Util | `30.8%` |
| Placed Instance Area | `8080 um^2` |
| Clock network latency to the later pin of the worst-skew pair | `0.32 ns` |
| Diode insertion count for antenna repair | `0` |
| Number of filler instances in the final layout | `2443` |
| Kind of start point of the critical path | `flip-flop` |
| Width of the chip | `158 um` |
| Dominant register cell in the synthesized netlist | `dfrtp_1` |
| Library cell with the largest summed area after synthesis | `dfrtp_1` |
| Final setup violation count | `0` |
| Final routed wirelength across all metal layers | `16.3 mm` |
| First-pass detailed-route iteration total | `4` |
| Post-synth design cell area | `7300 um^2` |
| Register-to-register path setup slack | `0.82 ns` |
| Final standard cell area without fillers | `8530 um^2` |
| Grt ovf | `0` |
| Beginning of the worst register-to-register path | `B_reg1[0]` |
| Storage element area | `1610 um^2` |
| Family with the most delay on the worst path | `AND-OR/OR-AND gates` |
| CTS tree | `built` |
| Leakage power total | `3.81 nW` |
| Post-detailed-route count of antenna-violating nets | `0` |
| Initial antenna violation count | `0` |
| Total die size | `25000 um^2` |
| Clock slew seen by the registers of the worst setup and hold paths | `0.06 ns` |
| Total number of cells along the worst setup path | `52` |
| Portion of the post-synthesis area used by sequential elements | `21.9%` |
| Dominant logic cell type in the layout | `nor2_1` |
-- layer usage --
layer,GRT usage [%],share of wire (%),vias up
met5,0,0,-
met4,1.60,1.2,0
met3,1.70,3.3,15
met2,22.5,45,64
met1,20.3,50,2784
li1,-,-,3134
-- cell type report --
class                      instances  share of cell area, %
tap                              319                   4.68
clock buffer                      10                   2.80
multi-input combinational        711                   62.8
sequential                        64                   18.8
timing repair buffer              69                   7.04
clock inverter                     6                   1.07
inverter                          63                   2.80
-- registers in the layout, summed over array words and instances (netlist names) --
register       flops
P                 16
result_stage3     16
B_reg1             8
A_reg1             8
pp_reg2           16
-- logic make-up (layout without fill, tap and decap cells) --
group / count (synthesis) / in the layout / share of synthesized area (%)
AND-OR/OR-AND: 201 / 201 / 18.1
multiplexers: 37 / 37 / 5.38
adder cells (fa/ha/maj): 91 / 91 / 16.2
XOR/XNOR: 114 / 114 / 13.9
AND/OR/NAND/NOR: 268 / 268 / 18.6
flip-flops: 64 / 64 / 21.9
buffers and inverters: 106 / 148 / 5.90
-- cells in the mapped netlist (5+ instances only) --
cell,n
nor2_1,98
clkbuf_1,28
dfrtp_1,64
or3_1,6
or2_2,19
nor4_1,10
o21ai_0,42
nor2b_1,13
ha_1,82
o31ai_1,5
inv_1,62
a21oi_1,59
fa_1,7
a211oi_1,9
mux2i_1,19
and3_1,5
o21a_1,8
nand2b_1,13
buf_2,8
o21bai_1,12
mux2_2,18
xnor2_1,90
nor3_1,16
nand4_1,8
nand2_1,49
a21o_1,21
xor2_1,23
nand3_1,6
o211ai_1,5
-- worst max-delay path by stage --
stage     slack, ns           to
4_1_cts        0.14  pp_reg2[15]
5_1_grt       0.009  pp_reg2[15]
6_report       0.82  pp_reg2[15]
-- stage by stage --
stage          setup WS [ns]  cells  total power, mW
2_1_floorplan          0.992    881             1.67
3_3_place_gp           0.334   1223             1.98
3_5_place_dp           0.181   1223             1.99
4_1_cts                0.143   1239             2.31
5_1_grt              0.00940   1242             2.58
6_report               0.816   1242             2.31
-- timing repair --
action / in CTS / in global routing
gates resized: 0 / 28
setup buffers: 0 / 3
setup endpoints to repair: 0 / 1
-- power breakdown --
part | switching [mW] | internal (mW) | leakage (nW)
Sequential | 0.0231 | 0.305 | 0.746
Clock | 0.0997 | 0.195 | 0.163
Combinational | 0.867 | 0.822 | 2.90
Power is estimated from default activity; no workload was simulated.
